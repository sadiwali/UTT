<file path="design/flow/constraint.sdc">
current_design FinalProj

set clk_period 8.7
set clk_io_pct 0.2

create_clock -name clk0 -period $clk_period [get_ports {CLOCK_50}]

set non_clock_inputs [all_inputs -no_clocks]
set_input_delay [expr $clk_period * $clk_io_pct] -clock clk0 $non_clock_inputs
set_output_delay [expr $clk_period * $clk_io_pct] -clock clk0 [all_outputs]
</file>
<file path="design/flow/config.mk">
export PLATFORM = sky130hd
export DESIGN_NAME = FinalProj
export DESIGN_NICKNAME = FinalProj
export VERILOG_FILES = /design/flow/design.v
export SDC_FILE = /design/flow/constraint.sdc
export NUM_CORES = 4
export LEC_CHECK = 1
export CORE_UTILIZATION = 50
</file>
<file path="design/flow/run.sh">
#!/bin/bash
# OpenROAD 26Q1-2900-gdf79404cd8, Yosys 0.63+post, stock flow scripts
make -C /OpenROAD-flow-scripts/flow DESIGN_CONFIG=/design/flow/config.mk WORK_HOME=/design/flow/orfs finish
</file>
<file path="design/flow/design.v">
module FinalProj(
	CLOCK_50,
	SW,
	LEDR, 
	KEY,
	GPIO,
	HEX0, 
	HEX1, 
	VGA_CLK,   								 
	VGA_HS,									 
	VGA_VS,									 
	VGA_BLANK_N,							 
	VGA_SYNC_N,								 
	VGA_R,   								 
	VGA_G,	 								 
	VGA_B,   								 
	);
	input CLOCK_50;							 
	input [17:0] SW;						 
	output [17:0] LEDR;						 
	input [3:0] KEY;						 
	input [0:5] GPIO;						 
	output [6:0] HEX0;						 
	output [6:0] HEX1;						 
	output			VGA_CLK;   				 
	output			VGA_HS;					 
	output			VGA_VS;					 
	output			VGA_BLANK_N;				 
	output			VGA_SYNC_N;				 
	output	[9:0]	VGA_R;   				 
	output	[9:0]	VGA_G;	 				 
	output	[9:0]	VGA_B;   				 
	wire [2:0] colour;
	wire [7:0] x;
	wire [7:0] y;
	wire writeEn;
	wire [4:0] score;
	wire lane1_press;
	assign lane1_press = !GPIO[0];
	wire [25:0] lane_rate;
	wire lane_clk;  
	reg [99:0] lane1_mem = 100'b0001000000100001100010111000010100100000000001000000001000001000000110100000010000000001100010001000;
	wire [99:0] lane1;  
	wire resetn;
	assign resetn = KEY[0];
	wire running;
	assign running = SW[15];
	assign LEDR [9:0] = lane1[9:0];
	assign LEDR[17] = lane_clk;
	assign LEDR[15] = lane1_press;
	speed_control speed_ctrl(.speed(SW[17:16]), .lane_rate(lane_rate));
	note_rate_div lane_nrd(.clk(CLOCK_50), .rate(lane_rate), .resetn(!resetn), .out_clk(lane_clk));
	score_display score_disp(.score(score), .HEX0(HEX0), .HEX1(HEX1));
	datapath d0(.clk(CLOCK_50), .lane_clk(lane_clk), .lane1_press(lane1_press), .lane1_mem(lane1_mem), .lane1(lane1), .score(score), .resetn(!resetn), .running(running), .debug(LEDR[16]), .x(x), .y(y), .colour(colour)
	);
endmodule
module speed_control(
	speed,
	lane_rate
	);
	input [1:0] speed;
	output reg [25:0] lane_rate;
	always@(*) begin
		case(speed)
			2'd0: begin
				lane_rate <= 26'd50000000;
			end
			2'd1: begin
				lane_rate <= 26'd25000000;
			end
			2'd2: begin
				lane_rate <= 26'd10000000;
			end
			2'd3: begin
				lane_rate <= 26'd5000000;
			end
		endcase
	end
endmodule
module datapath(
	clk,											 
	lane_clk,										 
	lane1_press,									 
	lane1_mem,										 
	lane1,											 
	score,											 
	resetn,											 
	running,											 
	debug,
	x,
	y,
	colour
	);
	input clk;
	input lane_clk;
	input lane1_press;
	input [99:0] lane1_mem;
	output reg [99:0] lane1; 						 
	output reg[4:0] score;
	input resetn;
	input running;
	output reg debug;
	output reg [7:0] x;
	output reg [7:0] y;
	output reg [2:0] colour;
	reg shifted = 1'b0;
	reg pressed = 1'b0;
	reg [4:0] currs;
	reg newclk = 1'b1;
	reg[7:0] dotx;
	reg[7:0] doty;
	always@(posedge clk) begin
		if (resetn) begin
			currs <= 5'd0;
		end 
		case (currs)
			5'd0: begin  
				score <= 5'd0;			
				lane1 <= lane1_mem;
				shifted <= 1'b0;
				if (running) begin
					currs <= 5'd1;  
				end
			end
			5'd1: begin	 
				if (lane_clk) begin
					newclk <= 1'b0;
					if (!shifted & newclk) begin
						shifted <= 1'b1;
						lane1 <= lane1 >> 1;
						doty <= doty + 1;
						currs <= 5'd4;
					end
				end else begin
					newclk <= 1'b1;
				end
			end
			5'd2: begin	 
				if (!lane_clk) begin
					currs <= 5'd3;
					shifted <= 1'b0;
					newclk <= 1'b1;
				end else begin
					if (lane1_press) begin
						currs <= 5'd3;
						shifted <= 1'b0;
						if (lane1[0]) begin
							score <= score + 1;
						end else begin
							if (score != 5'd0) begin
								score <= score - 1;
							end
						end
					end
				end
			end
			5'd3: begin  
				x <= dotx;
				y <= doty;
				colour <= 3'b000;
				currs <= 5'd1;
			end
			5'd4: begin  
				x <= dotx;
				y <= doty;
				colour <= 3'b111;
				currs <= 5'd2;
			end
		endcase
	end
endmodule
module note_rate_div(clk, rate, resetn, out_clk);
	input clk;
	input [25:0] rate;
	input resetn;
	output reg out_clk;
	reg [25:0] curr_count = 26'b0;
	always @(posedge clk, posedge resetn) begin
		if (resetn) begin
			curr_count <= 26'b0;
			out_clk <= 1'b0;
		end else begin
			curr_count <= curr_count + 1'b1;
			if (curr_count == rate) begin
				curr_count <= 26'b0;
				out_clk <= !out_clk;
			end
		end
	end
endmodule
module score_display(
	score,
	HEX0,
	HEX1
	);
	input [4:0] score;
	output [7:0] HEX0;
	output [7:0] HEX1;
	reg [3:0] a;  
	reg [3:0] b;  
	hex_display tens(a, HEX1);
	hex_display ones(b, HEX0);
	always@(*) begin
		case (score)
			5'd0: begin
				a <= 4'd0;
				b <= 4'd0;
			end
			5'd1: begin
				a <= 4'd0;
				b <= 4'd1;
			end
			5'd2: begin
				a <= 4'd0;
				b <= 4'd2;
			end
			5'd3: begin
				a <= 4'd0;
				b <= 4'd3;
			end
			5'd4: begin
				a <= 4'd0;
				b <= 4'd4;
			end
			5'd5: begin
				a <= 4'd0;
				b <= 4'd5;
			end
			5'd6: begin
				a <= 4'd0;
				b <= 4'd6;
			end
			5'd7: begin
				a <= 4'd0;
				b <= 4'd7;
			end
			5'd8: begin
				a <= 4'd0;
				b <= 4'd8;
			end
			5'd9: begin
				a <= 4'd0;
				b <= 4'd9;
			end
			5'd10: begin
				a <= 4'd1;
				b <= 4'd0;
			end
			5'd11: begin
				a <= 4'd1;
				b <= 4'd1;
			end
			5'd12: begin
				a <= 4'd1;
				b <= 4'd2;
			end
			5'd13: begin
				a <= 4'd1;
				b <= 4'd3;
			end
			5'd14: begin
				a <= 4'd1;
				b <= 4'd4;
			end
			5'd15: begin
				a <= 4'd1;
				b <= 4'd5;
			end
			5'd16: begin
				a <= 4'd1;
				b <= 4'd6;
			end
			5'd17: begin
				a <= 4'd1;
				b <= 4'd7;
			end
			5'd18: begin
				a <= 4'd1;
				b <= 4'd8;
			end
			5'd19: begin
				a <= 4'd1;
				b <= 4'd9;
			end
			5'd20: begin
				a <= 4'd2;
				b <= 4'd0;
			end
		endcase
	end
endmodule
module hex_display(IN, OUT);
    input [3:0] IN;
	 output reg [7:0] OUT;
	 always @(*)
	 begin
		case(IN[3:0])
			4'b0000: OUT = 7'b1000000;
			4'b0001: OUT = 7'b1111001;
			4'b0010: OUT = 7'b0100100;
			4'b0011: OUT = 7'b0110000;
			4'b0100: OUT = 7'b0011001;
			4'b0101: OUT = 7'b0010010;
			4'b0110: OUT = 7'b0000010;
			4'b0111: OUT = 7'b1111000;
			4'b1000: OUT = 7'b0000000;
			4'b1001: OUT = 7'b0011000;
			4'b1010: OUT = 7'b0001000;
			4'b1011: OUT = 7'b0000011;
			4'b1100: OUT = 7'b1000110;
			4'b1101: OUT = 7'b0100001;
			4'b1110: OUT = 7'b0000110;
			4'b1111: OUT = 7'b0001110;
			default: OUT = 7'b0111111;
		endcase
	end
endmodule
module split_digits(score, digit1, digit2, digit3, clk, reset);
	input [9:0] score;  
	output reg [3:0] digit1;  
	output reg [3:0] digit2;  
	output reg [3:0] digit3;  
	input clk;  
	input reset;  
	reg [9:0] copy_score;  
	reg started = 1'b0;
	reg running = 1'b1;  
	always@(posedge clk, posedge reset) begin
		if (reset) begin
			running <= 1'b1;
			started <= 1'b0;
		end
		if (running) begin
			if (!started) begin
				started <= 1'b1;
				copy_score <= score;  
				digit1 <= 4'd0;
				digit2 <= 4'd0;
				digit3 <= 4'd0;
			end else begin
				copy_score <= copy_score - 1;
				if (copy_score == 10'd0) begin
					running <= 1'b0;
				end
				digit1 <= digit1 + 1;  
				if (digit1 == 4'd10) begin
					digit1 <= 4'd0;
					digit2 <= digit2 + 1;
				end
				if (digit2 == 4'd10) begin
					digit2 <= 4'd0;
					digit3 <= digit3 + 1;
				end
				if (digit3 == 4'd10) begin
					digit3 <= 4'd0;
					digit2 <= 4'd0;
					digit1 <= 4'd0;
				end
			end
		end
	end
endmodule
</file>
==> deck_impl_summary.md <==
Flow Results at a Glance

Worst setup path
  • Cell type of the slowest stage on the worst timing path: clkdlybuf4s50_1
  • Critical-path cell list: clkdlybuf4s50_1, inv_1, clkdlybuf4s50_1
  • CP Launch Type: input pin
  • Gate family responsible for the most delay along the worst path: buffers and inverters
  • Logic depth of the worst register-to-register path: 6
  • Library cell appearing most often on the critical path: clkdlybuf4s50_1
  • Data required time at the worst endpoint: 6960 ps
  • CP endpoint kind: output pin
  • Critical Path AT: 2790 ps
  • Worst setup slack for register-to-register paths: 6220 ps
  • Worst r2r src: lane_nrd.out_clk$_DFFE_PN0N_
  • Critical path class: in -> out
  • Delay of the slowest critical-path stage: 480 ps
  • End of the worst register-to-register path: d0.lane1[55]$_SDFFCE_PN0P_
  • Peak fanout along the critical path: 4
  • Crit path buffers/inverters: 3

Pwr
  • Maximum vdd drop: 0.164 mV
  • Power density relative to cell area: 225 nW/um^2
  • Final total power: 1690 uW
  • Leakage: 0.00282 uW

Timing
  • Aggregate negative setup slack: 0 ps
  • Number of register pins that no clock reaches: 6
  • Slew @ Worst Pin: 710 ps
  • # setup viols final: 0
  • Slew margin rel.: 52.7%
  • Number of unconstrained endpoints: 19
  • Final Max-Slew Violation Tally: 0
  • Fmax: 0.221 GHz
  • Share of the clock period used by the worst path after layout: 52.1%
  • Unrepaired setup endpoints after global routing: false
  • Final number of hold-violating endpoints: 0
  • Setup clock skew after layout: 8.57 ps
  • Post-layout min period: 4530 ps

Synth
  • Yosys warning tally: 49
  • Synthesized registers: 142
  • Dominant cell area share: 46.0%
  • Prevailing post-synth register cell: edfxtp_1
  • Synthesized area per cell: 11.8 um^2
  • Cell types occupying the most area after synthesis: edfxtp_1 46%, dfrtp_1 9.9%, and2_1 7.2%
  • Synthesized netlist cell count: 576
  • Post-synthesis cell count from yosys: 576
  • Chip Area, Yosys: 6790 um^2
  • Netlist cell types: 63
  • Cell type with the largest total area: edfxtp_1
  • Post-synth design cell area: 6790 um^2
  • Count of flip-flops with a built-in enable after synthesis: 104
  • Fraction of registers with async set/reset: 19.0%

Floorplanning
  • Count of standard-cell rows: 42
  • Boundary pin count: 96
  • Area of the core: 13200 um^2
  • Die area: 14100 um^2
  • X dimension of the die: 119 um
  • Vertical extent of the die: 119 um
  • Init Core Util: 51.3%

Place
  • Routability-driven placement congestion ratio: 0.851
  • Port Buffer Count: 30
  • Placed wire-length estimate after detailed placement: 5760 um

Global routing
  • First-pass GRT wire length: 16600 um
  • Number of global-route vias before repair: 3566
  • Number of antenna violations at the first check in global routing: 0
  • Remaining Overflow, GRT: 0
  • Global-route usage over all layers: 15.5%
  • Maximum number of pins on one net before global-route repair: 99

Drt
  • Number of diodes: 0
  • DR pass1 iterations: 6
  • DRC violations left: 0
  • Wirelength per Cell: 12.5 um
  • Starting DRT DRC Count: 272
  • Number of nets with antenna violations after detailed routing: 0
  • Total vias in the final route: 3817
  • Detailed-route wire length: 9750 um
  • Vias per cell: 4.91

Worst hold path
  • Worst hold start: d0.currs[1]$_DFF_P_
  • Hold Path Sink: d0.currs[2]$_DFF_P_
  • Path type of the worst min-delay path: reg -> reg
  • Hold Crit Depth: 1

CTS
  • Clock latency of the later-clocked register in the worst-skew pair: 410 ps
  • Number of buffers inserted to repair setup after CTS: 0
  • CTS tree: yes
  • Post-CTS resize count: 0
  • Clock slew seen by the registers of the worst setup and hold paths: 50 ps
  • CTS Hold Buffers Added: 0
  • Library cell used as clock root buffer: clkbuf_16
  • Number of clock buffers inserted by TritonCTS: 17
  • Deepest level of the CTS H-tree: 4
  • Max clock buf depth: 2

Finish
  • Area Growth Syn to Fin: 10.4%
  • Count of fill cells added during filler insertion: 1079
  • Area of all sequential standard cells: 3990 um^2
  • Most common cell after layout, fill and taps aside: edfxtp_1
  • Logic area: 2330 um^2
  • Share of post-route cells with drive strength above 1: 10.1%
  • Commonest cells after routing, fill and taps aside: 104 x edfxtp_1, 78 x and2_1, 42 x conb_1, 33 x nor2_1, 30 x clkdlybuf4s50_1

Outcome
  • Outcome: complete, no violations

Job
  • Max_cap viols: 0
  • Tool Warnings: 57
==> Yosys cell counts (13+ instances only) <==
master    instances
and2_1           78
buf_4            57
clkbuf_1         18
dfrtp_1          27
edfxtp_1        104
ha_1             13
inv_1            21
nand2_1          18
nand2b_1         27
nor2_1           33
nor2_2           20
xnor2_1          26
==> where the power goes <==
| part | switching [uW] | internal, uW | leakage (uW) |
|---|---|---|---|
| Combinational | 109 | 74.5 | 0.00129 |
| Sequential | 29.0 | 829 | 0.00128 |
| Clock | 256 | 389 | 0.000250 |
| Total | 394 | 1290 | 0.00282 |
==> through the flow <==
step           util, %  std cells  hold slack (ps)  instance area (um^2)  setup slack (ps)
2_1_floorplan        -        617              390                  6950              2750
3_3_place_gp      52.5        745              399                  6960              4150
3_5_place_dp      52.5        745              404                  6960              4140
4_1_cts           56.6        777              421                  7500              4150
5_1_grt           56.6        777              440                  7500              4120
6_report          56.6        777              418                  7500              4170
==> metal layers <==
metal	track usage, %	routed length, um	up-vias
met5	0	0	-
met4	2.14	167	0
li1	-	-	1902
met3	4.77	517	10
met1	26.9	4890	1825
met2	21.7	4170	80
==> layout make-up <==
cell class              instances  area share [%]
clock buffers                  19            5.77
inverters                      21            1.05
clock inverters                13            1.42
repair buffers                 35            4.51
well taps                     176            2.94
multi-input cells             371            31.1
flip-flops and latches        142            53.2
==> worst max path at each step <==
stage           start  endpoint  slack (ps)  depth (start not counted)
finish        GPIO[0]  LEDR[15]        4170                          3
global route  GPIO[0]  LEDR[15]        4120                          3
CTS           GPIO[0]  LEDR[15]        4150                          3
==> registers in the layout, summed over array words and instances, names as in the netlist <==
name,cells
d0.newclk,1
lane_nrd.out_clk,1
score_disp.a,2
score_disp.b,4
d0.lane1,97
lane_nrd.curr_count,26
d0.currs,5
d0.shifted,1
d0.score,5
==> cell families (layout without fill, tap and decap cells) <==
kind of cell | count (synthesis) | count (layout) | synth area share [%]
buffers and inverters | 104 | 88 | 9.38
AOI/OAI and AO/OA | 53 | 53 | 5.38
latches | 6 | 6 | 1.33
xor gates and xnor gates | 29 | 29 | 3.74
and+or+nand+nor | 232 | 232 | 20.0
DFF | 136 | 136 | 57.4
muxes | 2 | 2 | 0.295
adders and majority gates | 13 | 13 | 2.40
other | 1 | 42 | 0.0552
Power and IR drop assume default switching activity.
